File: flow/config.mk
export PLATFORM = sky130hd
export DESIGN_NAME = counter
export DESIGN_NICKNAME = counter
export VERILOG_FILES = /design/flow/design.v
export SDC_FILE = /design/flow/constraint.sdc
export NUM_CORES = 4
export LEC_CHECK = 1
export CORE_AREA = 10 10 88 88
export DIE_AREA = 0 0 98 98
File: flow/constraint.sdc
current_design counter

set clk_period 4.0
set clk_io_pct 0.2

create_clock -name clk0 -period $clk_period [get_ports {fastclk}]

set non_clock_inputs [all_inputs -no_clocks]
set_input_delay [expr $clk_period * $clk_io_pct] -clock clk0 $non_clock_inputs
set_output_delay [expr $clk_period * $clk_io_pct] -clock clk0 [all_outputs]
File: flow/design.v
module counter #(parameter n = 24)(
input logic fastclk, output logic clk);
logic [n-1:0] count;
always_ff @(posedge fastclk)
    count <= count +1;
assign clk = count[n-1];  
endmodule
File: flow/run.sh
#!/bin/bash
# OpenROAD 26Q1-2900-gdf79404cd8, Yosys 0.63+post, stock flow scripts
make -C /OpenROAD-flow-scripts/flow DESIGN_CONFIG=/design/flow/config.mk WORK_HOME=/design/flow/orfs finish
==> flow_summary.yaml <==
# flow metrics
clock_tree:
  cts_resized: 0
  cts_max_path_buffers: 2
  clock_latency_ns: 0.26
  cts.sinks: 24
  numCtsBuffers: 3
  path_clk_slew_ns: 0.08
  cts_tree: "done"
  cts_hold_buffers: 0
  post-cts-setup-buffer-count: 0
  ctsHtreeMaxLevel: 1
  root_buffer: "clkbuf_8"
global_route:
  grt_max_degree: 14
  grt_usage_pct: 2.53
  grt_first_pass_wirelength_um: 2150
  grt_pass1_vias: 512
  antenna_found_initial: 0
  grt_overflow: 0
power_and_ir_drop:
  p_per_area_nw_per_um2: 374
  max-vdd-ir-drop_uv: 280
  p_leak_uw: 0.000335
die:
  ios: 2
  rows: 28
  chip_area_um2: 9600
  fp_util_pct: 15.2
  die_w_um: 98
  design.core.area_um2: 5920
  fp.dieH_um: 98
setup_path:
  r2r_cells: 5
  cp-startpoint: "count[23]"
  regToRegSetupSlack_ns: 2.56
  critPathMaxStageDelay_ns: 0.46
  r2r_start: "count[0]"
  critPathBufInv: 1
  worstPathRequired_ns: 3.20
  cp-end-kind: "primary output"
  crit_path_top_delay_cell: "clkdlybuf4s50_1"
  start_kind: "register"
  crit_fanout: 2
  cp_top_family: "buffers and inverters"
  cp.depth: 1
  arrival_ns: 1.07
  r2r-end: "count[18]"
  path_class: "register to primary output"
  worstPathCellList: "clkdlybuf4s50_1"
  crit_end: "clk"
yosys:
  synth_top_area_share_pct: 53.3
  syn_inst: 83
  ys_seq_share_pct: 53.3
  edf_count: 0
  yosys.area.top_type: "dfxtp_1"
  avgSynthCellArea_um2: 10.9
  syn_area_um2: 901
  topCellsByArea: "dfxtp_1 (53%), xnor2_1 (18%), nand3_1 (5.0%)"
  ys.flops: 24
  most_common_cell: "dfxtp_1"
  top_cells_by_count: "dfxtp_1 (24), xnor2_1 (18), nand3_1 (9)"
  synth_cell_types: 15
  synthArstFlopShare_pct: 0
  yosysChipArea_um2: 901
  flop_cell: "dfxtp_1"
  yosys_cells: 83
  yosysWarnings: 1
timing:
  finalSetupViolCount: 0
  relSlewSlack_pct: 65.1
  min_period_ns: 1.87
  worst_pin_slew_ns: 0.521
  slew_viol_final: 0
  tns_ns: 0
  hold_viol_final: 0
  finalCritPeriodShare_pct: 46.7
  rsz0062_at_grt: "no"
  skew_ns: 0.00458
  fmax_mhz: 536
  worst_slack_ns: 2.13
drt:
  wl_per_cell_um: 7.36
  vias_per_cell: 3.41
  dr.first_iter.drc_count: 15
  drc: 0
  dr.pass1.iters: 4
  antenna_cells: 0
  routed_wl_um: 1200
  via_count: 556
  ant_nets: 0
placed_design:
  portBuffers: 1
  globalplace.congestion: 0.735
  dp_hpwl_um: 813
  dp_slack_ns: 2.41
flow_run:
  log.warning_count: 25
  maxCapViolations: 0
layout:
  reg_top3: "count x24"
  max_flop_register: "count"
  syn2layout_area_growth_pct: 17.6
  largest_reg_flops: 24
  drive_gt1_share_pct: 9.09
status:
  outcome: "finished, final reports clean"
min_path:
  min_path_type: "register to register"
  holdPathStages: 1
[placed cells by master, fill, tap and decap left out]
master and count:
xor2_1 4, nand4_1 6, ha_1 1, dfxtp_1 24, clkdlybuf4s50_1 1, and3_1 4, and2b_4 1, and3_2 1
inv_1 1, nand3_1 9, nor2_1 2, nand2_1 7, nor3_4 1, nand3_2 1, clkbuf_8 4, xnor2_1 18
and4_1 3
[power breakdown]
| group | total (uW) | switching (uW) | internal (uW) |
|---|---|---|---|
| combinational | 0.000113 | 0 | 0 |
| sequential | 239 | 0 | 239 |
| clock | 158 | 70.5 | 87.7 |
| total | 397 | 70.5 | 326 |
[routing by layer]
| layer | up-vias | global-route usage, % | wire length, um |
|---|---|---|---|
| met2 | 5 | 3.50 | 478 |
| li1 | 295 | - | - |
| met3 | 0 | 1.21 | 72 |
| met1 | 256 | 3.65 | 649 |
| met5 | - | 0 | 0 |
| met4 | 0 | 0.112 | 0 |
[through the flow]
| stage | hold slack (ns) | util, % | total power [uW] | cell area (um^2) | std cells |
|---|---|---|---|---|---|
| 6_report | 0.414 | 17.9 | 397 | 1060 | 163 |
| 3_3_place_gp | 0.398 | 17.0 | 244 | 1000 | 159 |
| 2_1_floorplan | 0.383 | - | 244 | 901 | 83 |
| 4_1_cts | 0.418 | 17.9 | 404 | 1060 | 163 |
| 5_1_grt | 0.433 | 17.9 | 409 | 1060 | 163 |
| 3_5_place_dp | 0.401 | 17.0 | 244 | 1000 | 159 |
[worst reg2reg max path: cells and delay by family, from the launching register on]
family	cells	cell delay, ns
fa+ha+maj	1	0.21
xor+xnor	1	0.15
flops	1	0.38
simple gates	3	0.60
[final cells by class]
cell class              instances  area [um^2]
clock buffers                   4         55.1
fillers                       635         4860
inverters                       1         3.75
multi-input cells              58          417
flip-flops and latches         24          480
well taps                      75         93.8
repair buffers                  1         10.0
[kinds of logic (layout without fill, tap and decap cells)]
logic type | count (synthesis) | in the layout | share of synthesized area [%]
buffers and inverters | 1 | 6 | 0.416
AND/OR/NAND/NOR | 35 | 35 | 23.5
flip-flops | 24 | 24 | 53.3
adder cells (fa/ha/maj) | 1 | 1 | 1.39
XOR/XNOR | 22 | 22 | 21.4
[how the worst min path moves through the flow]
stage | from | endpoint
6_report | count[0] | count[0]
4_1_cts | count[0] | count[0]
5_1_grt | count[0] | count[0]
Power figures rest on the tool's default switching activity, not on a simulated workload.
