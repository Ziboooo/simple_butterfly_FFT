### ./config.mk
export PLATFORM = sky130hd
export DESIGN_NAME = controller
export DESIGN_NICKNAME = controller
export VERILOG_FILES = /design/flow/design.v
export SDC_FILE = /design/flow/constraint.sdc
export NUM_CORES = 4
export LEC_CHECK = 1
export CORE_AREA = 10 10 82 82
export DIE_AREA = 0 0 92 92
### ./constraint.sdc
current_design controller

set clk_period 2.3
set clk_io_pct 0.2

create_clock -name clk0 -period $clk_period [get_ports {clk}]

set non_clock_inputs [all_inputs -no_clocks]
set_input_delay [expr $clk_period * $clk_io_pct] -clock clk0 $non_clock_inputs
set_output_delay [expr $clk_period * $clk_io_pct] -clock clk0 [all_outputs]
### ./design.v
module controller (
    input logic clk, ReadyIn2,rst,
    input logic Ready_dis,
    input logic reg_finish,  
    input logic reg_add_finish,
    output logic [3 : 0] addra,  
    output logic reg_WEN,        
    output logic [3:0] addr_led,
    output logic cal_flag
);
    enum {Re_w,Im_w, Re_b,Im_b,Re_a,Im_a,Re_y,Im_y,Re_z,Im_z} present_state, next_state; 
    logic last_ReadyIn;
    logic ReadyIn1,ReadyIn;
    always_ff @(posedge clk, negedge rst ) begin 
    if (~rst) 
    begin 
        ReadyIn1 <= 1;
        ReadyIn <= 1;
        last_ReadyIn <= 1;   
        present_state <= Re_w;
    end
    else  
	begin 
        present_state <= next_state;
        ReadyIn1 <= ReadyIn2; 
        ReadyIn <= ReadyIn1;  
        last_ReadyIn <= ReadyIn;
        end
     end  
always_comb 
    begin   
            next_state = present_state;
	        reg_WEN = 0;
            addr_led = 4'b0110;
			cal_flag = 0;
        unique casez (present_state)  
        Re_w: begin  
		        addra = 4'b0001;
              if  ((ReadyIn == 1) && (last_ReadyIn == 0))
            begin
                reg_WEN = 1; 
                next_state = Im_w;
            end
            else  
            begin 
                reg_WEN = 0;
                next_state = Re_w;
            end
        end
        Im_w: begin 
		  addra = 4'b0010;
            if  ((ReadyIn == 1) && (last_ReadyIn == 0))
            begin
                reg_WEN = 1; 
                next_state = Re_b;
            end
            else  
            begin 
                reg_WEN = 0;
                next_state = Im_w;
            end
            end
         Re_b: begin 
            addra = 4'b0011;
            if  ((ReadyIn == 1) && (last_ReadyIn == 0))
            begin
                reg_WEN = 1;               
                next_state = Im_b;
            end
            else  
            begin 
                reg_WEN = 0;
                next_state = Re_b;
            end
            end
        Im_b: begin 
		  addra = 4'b0100;
            if  ((ReadyIn == 1) && (last_ReadyIn == 0))
            begin
                reg_WEN = 1;
                next_state = Re_a;
            end
            else  
            begin 
                reg_WEN = 0;
                next_state = Im_b;
            end
            end
        Re_a: begin 
		addra = 4'b0101;
            if  ((ReadyIn == 1) && (last_ReadyIn == 0))
            begin
                reg_WEN = 1;
                next_state = Im_a;
            end
            else  
            begin 
                reg_WEN = 0;
                next_state = Re_a;
            end
            end
        Im_a: begin 
             addra = 4'b0110;
            if  ((ReadyIn == 1) && (last_ReadyIn == 0))
            begin
                reg_WEN = 1;
                next_state = Re_y;
            end
            else  
            begin 
                reg_WEN = 0;  
                next_state = Im_a;
            end
            end
        Re_y: begin 
            reg_WEN = 0;
            addr_led = 4'b0011 ;         
            addra = 0;
            if (Ready_dis == 0) 
                begin 
                    cal_flag = 1; 
                    next_state = Re_y;
                end
            else begin  
                cal_flag = 0;
                next_state = Im_y;
            end
        end
        Im_y: begin 
            addra = 0;
            if  ((ReadyIn == 1) && (last_ReadyIn == 0))
            begin
                addr_led = 4'b0100;
                next_state = Re_z;
            end
            else begin  
                addr_led = 4'b0011;
                next_state = Im_y;
            end
             end
        Re_z: begin 
            addra = 0;
            if  ((ReadyIn == 1) && (last_ReadyIn == 0))
            begin
               addr_led = 4'b0101; 
                next_state = Im_z;
            end
            else  
            begin 
                addr_led = 4'b0100;  
                next_state = Re_z;
            end
            end
        Im_z: begin 
            addra = 0;
            if  ((ReadyIn == 1) && (last_ReadyIn == 0))
            begin
                addr_led = 4'b0110;  
                next_state = Re_b;
            end
            else  
            begin 
                 addr_led = 4'b0101;  
                next_state = Im_z;
            end
            end 
		default: begin 
		          reg_WEN = 0;
                          addra = '0;
                          addr_led = '0;
	       	         next_state = Re_w;
		          cal_flag = 0;
			 end
              endcase
    end
endmodule
### ./run.sh
#!/bin/bash
# OpenROAD 26Q1-2900-gdf79404cd8, Yosys 0.63+post, stock flow scripts
make -C /OpenROAD-flow-scripts/flow DESIGN_CONFIG=/design/flow/config.mk WORK_HOME=/design/flow/orfs finish
==> run_results.csv <==
group,metric,value,unit
global_routing,grt_pass1_vias,436,
floorplan,floorplanUtilization,0.113,
final_layout,post_layout_nonfiller_instances,143,
final_layout,postLayoutCellArea,821,um^2
placement,final_weighted_congestion_in_routability_driven_placement,0.753,
sta,fin_worst_skew,0.00230,ns
clock_tree,cts_tree,"done",
sta,final_count_of_hold_timing_violations,0,
setup_path,critical_path.startpoint_type,"register",
logic_synthesis,syn_area,576,um^2
final_layout,final_layout_size_suffix_gt1_frac,0.192,
sta,fin_crit,2.19,ns
setup_path,crit_fanout,4,
logic_synthesis,yosys.stat.seqShare,0.574,
sta,post-route-worst-setup-slack,0.112,ns
setup_path,timing_worst_setup_path_type,"register to output port",
setup_path,endpoint_kind,"output port",
logic_synthesis,post_synth_xor_area_fraction,0,
logic_synthesis,proportion_of_register_bits_with_asynchronous_set_or_reset_after_synthesis,1.00,
power,power-per-cell-area,556,mW/mm^2
clock_tree,cts_htree_levels,1,
floorplan,die_area,0.00846,mm^2
logic_synthesis,synthDominantAreaCellType,"dfrtp_1",
setup_path,worst_ep_arrival_time,1.73,ns
placement,preCtsSetupSlack,0.282,ns
logic_synthesis,yosys_warnings,1,
floorplan,rows,26,
power,design_power_total,0.456,mW
clock_tree,root_buffer_master,"clkbuf_8",
sta,rsz_0062_raised_after_global_routing,"false",
route,finalWirelength,1200,um
setup_path,ff2ff_setup_slack,1.12,ns
hold_path,hold_path_class,"register to register",
clock_tree,clk_pin_slew_worst_paths,0.05,ns
logic_synthesis,synth.top_cell.area_share,0.391,
logic_synthesis,ys_sh_simple,0.307,
run,warnings,27,
logic_synthesis,post_synth_most_frequent_cells,"nand2_1, dfrtp_1, dfstp_2",
global_routing,grt_pass1_wl,2080,um
logic_synthesis,synth.distinct_cells,22,
clock_tree,post_cts_hold_buffer_count,0,
setup_path,r2r_cells,4,
route,drt_first_pass_iters,2,
placement,instance_area_at_placement,761,um^2
route,route.antenna.diode_count,0,
route,violation_count_after_the_first_detailed_route_iteration,7,
logic_synthesis,synthMuxAreaShare,0,
global_routing,global_route_total_usage_across_every_layer,0.0284,
global_routing,antenna_found_initial,0,
power,worst_ir_drop_vdd,0.144,mV
route,drc,0,
sta,worst-slew-pin-transition,0.616,ns
sta,final_setup_tns,0,ns
placement,hpwl,896,um
logic_synthesis,synth-area-yosys,576,um^2
floorplan,die.size.y,92,um
clock_tree,insertion_delay,0.24,ns
setup_path,endpoint_required_time_on_the_critical_path,1.84,ns
status,run_status,"finished, final reports clean",
placement,dp_cells,138,
logic_synthesis,fa_ha_area_frac,0,
global_routing,grt_start_max_net_pins,14,
logic_synthesis,edf_count,0,
logic_synthesis,yosys-dominant-comb-family,"simple AND/OR/NAND/NOR gates",
setup_path,endpoint,"reg_WEN",
sta,timing.final.setup_violations,0,
logic_synthesis,ys_cells,58,
clock_tree,cts_sinks,13,
logic_synthesis,post_synth_main_area_contributors,"dfrtp_1, dfstp_2, nand2_1",
route,wl_per_cell,8.38,um
route,vias_per_cell,2.94,
clock_tree,cts_made_buffers,3,
final_layout,flow.area_growth_from_synthesis,42.6,%
logic_synthesis,synth_cells,58,
sta,fin_crit_sh,0.951,
logic_synthesis,ff_type,"dfrtp_1",
clock_tree,cts_buffer_depth,2,
logic_synthesis,syn_avg_cell_area,9.92,um^2
logic_synthesis,synth.cellmix.compoundShare,0.0587,
power,cellLeakagePower,0.422,nW
route,postRouteAntennaNets,0,
floorplan,floorplan.core_area,0.00507,mm^2
floorplan,top_level_pins,16,
setup_path,worstReg2RegStart,"ReadyIn",
global_routing,global_route.overflow_total,0,
logic_synthesis,ys_ff,13,
placement,placement.io_buffers,11,
sta,max-slew-margin-rel,0.588,
sta,fmax,457,MHz
floorplan,die-width,92,um
route,via_count,420,
sta,drv_slew,0,
run,cap_violations,0,
logic_synthesis,synth.most_common_cell,"nand2_1",
cell families (layout without fill, tap and decap cells):
logic type	count (synthesis)	count (layout)
and+or+nand+nor	35	35
other	1	2
AOI/OAI and AO/OA	5	5
DFF	13	13
buffers and inverters	4	18
worst max-delay path, stage by stage (launching register included):
cell and delay, ns:
dfrtp_1 0.40, or3_4 0.42, nor4_4 0.19, nor2_1 0.07, clkdlybuf4s50_1 0.41
routing by layer:
metal | global-route usage | routed length, um | vias to the layer above
li1 | - | - | 212
met2 | 0.0406 | 434 | 15
met5 | 0 | 0 | -
met4 | 0.0129 | 62 | 0
met3 | 0.00988 | 86 | 5
met1 | 0.0379 | 615 | 188
power breakdown:
group	internal (mW)	switching, mW
Clock	0.122	0.0772
Combinational	0.00985	0.0121
Sequential	0.234	0.00131
Total	0.366	0.0906
final cells by class:
class / instances / area [um^2]
multi-input combinational: 42 / 220
clock buffer: 4 / 45.0
tap: 70 / 87.6
fill: 588 / 4250
timing repair buffer: 14 / 138
sequential: 13 / 330
cell usage in the layout (no fill, tap or decap), drive strengths merged, types with 3 or more instances in the layout:
cell type      synthesis  routed
buf                    4       3
clkbuf                 0       4
clkdlybuf4s50          0       9
dfrtp                  9       9
dfstp                  4       4
nand2                 21      21
nor2                   3       3
or3                    3       3
what timing repair did:
item / in CTS / in global routing
buffers inserted: 0 / 1
endpoints found under the setup margin: 0 / 3
resized: 0 / 3
through the flow:
step / hold WS [ns] / utilization
6_report: 0.356 / 0.162
5_1_grt: 0.366 / 0.162
4_1_cts: 0.357 / 0.159
3_5_place_dp: 0.349 / 0.150
3_3_place_gp: 0.346 / 0.150
2_1_floorplan: 0.164 / -
how the worst min path moves through the flow:
stage,cells past startpoint,start,endpoint
after global routing,0,ReadyIn1,ReadyIn
after CTS,0,ReadyIn1,ReadyIn
final,0,ReadyIn1,ReadyIn
Power is estimated from default activity; no workload was simulated.
