==> ./run.sh <==
#!/bin/bash
# OpenROAD 26Q1-2900-gdf79404cd8, Yosys 0.63+post, stock flow scripts
make -C /OpenROAD-flow-scripts/flow DESIGN_CONFIG=/design/flow/config.mk WORK_HOME=/design/flow/orfs finish
==> ./config.mk <==
export PLATFORM = sky130hd
export DESIGN_NAME = FFT_BUTTERFLY
export DESIGN_NICKNAME = FFT_BUTTERFLY
export VERILOG_FILES = /design/flow/design.v
export SDC_FILE = /design/flow/constraint.sdc
export NUM_CORES = 4
export LEC_CHECK = 1
export CORE_UTILIZATION = 30
==> ./constraint.sdc <==
current_design FFT_BUTTERFLY

set clk_period 9.0
set clk_io_pct 0.2

create_clock -name clk0 -period $clk_period [get_ports {clk}]

set non_clock_inputs [all_inputs -no_clocks]
set_input_delay [expr $clk_period * $clk_io_pct] -clock clk0 $non_clock_inputs
set_output_delay [expr $clk_period * $clk_io_pct] -clock clk0 [all_outputs]
==> ./design.v <==
module FFT_BUTTERFLY (
    input logic clk,rst,
    input cal_flag,
    input logic [3:0] addr_led,
    input logic signed [7:0] product,  
    input logic reg_MUL,  
    input logic reg_en,  
    input logic [3:0] addr,  
    input logic signed [7:0] SW,  
    output logic reg_finish,reg_add_finish,
    output logic Ready_dis,
    output logic [7:0] led,  
    output logic MULEN,
    output logic signed [7:0] c,       
    output logic signed [7:0] d,
    output logic cycle_finish
);
logic ADDEN;
logic [7:0] a;
logic [7:0] b;
logic signed [7:0] sum;  
logic [7:0] addr_sum;  
logic [7:0] addr_product;  
logic [7:0] r0 [7:0];  
logic [7:0] r_add [7:0];  
logic [7:0] r_mul [5:0];  
logic [1:0] reg_state;
logic [3:0] cycle;
assign led = r_add[addr_led];
always_ff @(posedge clk, negedge rst) begin  
    if (~rst) begin reg_finish <= 0; reg_add_finish <= 0; end 
    else if (reg_en) r0[addr] <= SW;  
    else if (cycle_finish == 1) begin 
        reg_add_finish <=0; 
        reg_finish <= 0; 
        cycle_finish <= 0; 
        end
    else if ((MULEN|ADDEN)&reg_MUL)  begin
	    r_mul[addr_product] <= product;
        r_add[addr_sum] <= sum;
        reg_add_finish <= 1;
        reg_finish <= 1;
        cycle_finish <= 1;
        end
    else if (ADDEN&(~MULEN)) begin	
        r_add[addr_sum] <= sum;
        reg_add_finish <= 1;
        cycle_finish <= 1;
         end
end
always_ff @( posedge clk, negedge rst) begin
    if (~rst) begin 
        cycle <= 0;
        end
    else if (cal_flag==1&&cycle == 4'b0000)  
           cycle <= 4'b0001;
    else if (cycle == 4'b1000)  
           cycle <= 4'b0000;
    else if((cycle_finish)&(cal_flag))begin  
        cycle <= cycle +1;
    end
end  
always_comb begin
    MULEN = 0;
    ADDEN = 0;
    a = 0;
    b = 0;
    c = 0;
    d = 0;
    addr_product = '0;
    addr_sum = '0;
    sum = '0;
    Ready_dis = 0;
    unique casez(cycle)
    4'b0000: Ready_dis = 0;
    4'b0001:  
        begin 
            c = r0[4'b0001];  
            d = r0[4'b0011];  
            MULEN = 1;  
            addr_product = 4'b0001;  
        end
    4'b0010:  
        begin 
            c = r0[4'b0010];  
            d = r0[4'b0100];  
            MULEN = 1;  
            addr_product = 4'b0010;  
        end
    4'b0011:  
        begin 
            ADDEN = 1'b1;
            a = r_mul[4'b0001];
            b = r_mul[4'b0010];
            sum = a - b;
            addr_sum = 4'b0001;  
            c = r0[4'b0010];  
            d = r0[4'b0011];  
            MULEN = 1;  
            addr_product = 4'b0100;  
        end
    4'b0100:  
        begin 
            a = r0 [4'b0101];
            b = r_add [4'b0001];
            sum = a + b;
            ADDEN = 1;
            addr_sum = 4'b0011;  
            c = r0[4'b0100];  
            d = r0[4'b0001];  
            MULEN = 1;  
            addr_product = 4'b0011;  
        end
    4'b0101:  
        begin 
            a = r0[4'b0101];
            b = r_add[4'b0001];
            sum = a - b;
            ADDEN = 1;
            addr_sum = 4'b0101;  
        end 
    4'b0110:  
        begin 
            a = r_mul[4'b0011];
            b = r_mul[4'b0100];
            ADDEN = 1;
            sum = a + b;
            addr_sum = 4'b0010;  
        end
    4'b0111:  
        begin 
            a = r0[4'b0110];
            b = r_add[4'b0010];
            sum = a + b;
            ADDEN = 1;
            addr_sum = 4'b0100;  
        end  
    4'b1000:  
        begin 
            a = r0[4'b0110];
            b = r_add[4'b0010];
            sum = a - b;
            ADDEN = 1;
            addr_sum = 4'b0110;  
            Ready_dis = 1;
        end       
    default: begin 
        MULEN = 0;
    ADDEN = 0;
    a = 0;
    b = 0;
    c = 0;
    d = 0;
    addr_product = '0;
    addr_sum = '0;
    sum = '0;
    Ready_dis = 0;
    end
endcase
end 
endmodule
==> impl_metrics.tcl <==
# flow metrics
set metrics [dict create \
    setup_slack_ns 3.207 \
    clockBufferDepth 2 \
    powerDensity_mw_per_mm2 241.9 \
    stdcell_count 992 \
    vias 4790 \
    finalSetupTns_ns 0 \
    syn_to_final_growth_pct 20.43 \
    postPlaceCellArea_sq_mm 0.008451 \
    yosys_area_sq_mm 0.007482 \
    insertion_delay_ns 0.42 \
    drive_gt1_share_pct 9.731 \
    place_ws_ns 3.195 \
    wl_um 16080 \
    cts_root_buf "clkbuf_16" \
    overflow 0 \
    crit_path_start_kind "input pin" \
    use_met2_pct 19.70 \
    clock_skew_ns 0.009142 \
    finalClockPeriodUsage_pct 64.36 \
    numSynthFlops 151 \
    initCoreUtil_pct 30.68 \
    post-route-drc-count 0 \
    track_usage_pct 13.50 \
    irDropWorstVdd_mv 0.1355 \
    crit_type "in2out" \
    dp.cells 960 \
    die_height_um 159.9 \
    finalPower_mw 2.180 \
    min_period_ns 5.793 \
    netlist-cell-type-count 62 \
    clkSlewWorstSetupHoldPaths_ns 0.06 \
    firstDrtPassIters 5 \
    slew_headroom_pct 35.24 \
    grt_first_pass_wirelength_um 25360 \
    postSynthCellCount 586 \
    synth-seq-area-share_pct 60.20 \
    antenna_found_initial 0 \
    end_kind "output port" \
    rsz0062_at_grt "false" \
    ys_async_sr_fraction_pct 3.974 \
    slowest_delay_ns 0.46 \
    crit_family "buffers and inverters" \
    edf_count 145 \
    dpl.hpwl_um 11420 \
    hp-class "reg2reg" \
    die_area_sq_mm 0.02558 \
    drt_iter0_markers 375 \
    cts_hold_buf 0 \
    core_area_sq_mm 0.02439 \
    hold_viol 0 \
    fp-row-count 57 \
    timing.hold.ws_ns 0.5052 \
    yosys_cells 586 \
    cts_tree "done" \
    htree_num_levels 4 \
    cp_common_cell "clkdlybuf4s50_1" \
    grt_start_max_net_pins 31 \
    finish.utilization_pct 36.94 \
    viasPerCell 4.829 \
    drv_cap 0 \
    ant_nets 0 \
    critPathBufInv 4 \
    yosys_warnings 4 \
    cp_max_fo 21 \
    antennaDiodeCount 0 \
    required_ns 7.20 \
    wl_per_cell_um 16.21 \
    grt_use_met3_pct 4.182 \
    stdcell_area_sq_mm 0.009011 \
    met1_usage_pct 21.47 \
    top_usage_layer "met1" \
    reg2reg_slack_ns 5.26 \
    slowest_stage "clkdlybuf4s50_1" \
    grt_pass1_vias 4681 \
    flop_cell "edfxtp_1" \
    cts-buffers-inserted 17 \
    globalplace.congestion 0.8595 \
    finalMaxSlewViolations 0 \
    ios 58 \
    crit_path_cell_trace "clkdlybuf4s50_1 -> buf_4 -> clkinv_1 -> a2bb2oi_1 -> a21oi_1 -> o21ai_0 -> a221o_1 -> clkdlybuf4s50_1" \
    die_w_um 159.9 \
    cts_setup_buffers 0 \
    worst_pin_slew_ns 0.9679 \
    status "completed" \
    syn_area_sq_mm 0.007482 \
    cts_sinks 151 \
    portBuffers 55 \
    syn_area_per_cell_sq_um 12.77 \
    power_leakage_nw 3.266 \
    finalSetupViolations 0 \
    max_freq_ghz 0.1726 \
    cp_data_arrival_time_ns 3.99 \
    post_cts_resized 0 \
    warnings 30 \
]
## path summary, 6_finish.rpt
path / to / startpoint / depth (start not counted)
worst min-delay path: reg_finish / reg_finish / 2
worst min register to register: reg_finish / reg_finish / 2
worst max register to register: r_add[2][6] / cycle[1] / 12
min in group asynchronous: reg_finish / rst / 1
worst max-delay path: led[5] / addr_led[0] / 8
max in group asynchronous: cycle[3] / rst / 1
## Yosys cell counts, types with 5 or more instances
cell type / n / area (sq um)
edfxtp_1: 145 / 4354
o21ai_0: 29 / 145.1
nand2b_1: 15 / 93.84
nor2_1: 50 / 187.7
mux4_2: 6 / 135.1
xor2_1: 10 / 87.58
ha_1: 34 / 425.4
mux2_2: 7 / 78.83
clkbuf_1: 8 / 30.03
dfrtp_1: 6 / 150.1
nand3_1: 11 / 55.05
or3_1: 5 / 31.28
xnor2_1: 22 / 192.7
a21o_1: 6 / 45.04
a21oi_1: 32 / 160.2
and2_1: 5 / 31.28
nand2_1: 25 / 93.84
nor3_1: 14 / 70.07
a211oi_1: 10 / 75.07
o22ai_1: 7 / 43.79
a222oi_1: 16 / 160.2
inv_1: 48 / 180.2
## where the power goes
group	switching [mW]	leakage (nW)	internal [mW]
Clock	0.300	0.267	0.365
Combinational	0.345	1.61	0.271
Sequential	0.0258	1.39	0.872
Total	0.672	3.27	1.51
## area by class of cell
cell class	count	area [sq um]
Multi-Input combinational cell	367	2703
Timing Repair Buffer	68	648.1
Clock buffer	18	429.2
Sequential cell	151	4504
Fill cell	2328	15380
Inverter	50	190.2
Clock inverter	14	131.4
Tap cell	324	405.4
## layout by cell type, fill, tap and decap left out, types with 10 or more instances in the layout
| cell type | Yosys | final |
|---|---|---|
| inv_1 | 48 | 48 |
| xnor2_1 | 22 | 22 |
| a222oi_1 | 16 | 16 |
| a211oi_1 | 10 | 10 |
| nor3_1 | 14 | 14 |
| xor2_1 | 10 | 10 |
| nor2_1 | 50 | 50 |
| clkbuf_16 | 0 | 17 |
| clkdlybuf4s50_1 | 0 | 55 |
| o21ai_0 | 29 | 29 |
| nand3_1 | 11 | 11 |
| buf_4 | 1 | 13 |
| nand2b_1 | 15 | 15 |
| a21oi_1 | 32 | 32 |
| edfxtp_1 | 145 | 145 |
| ha_1 | 34 | 34 |
| nand2_1 | 25 | 25 |
## layer usage
layer	up-vias	share of wire [%]
li1	2367	-
met3	11	7.7
met4	0	1.4
met1	2227	47
met5	-	0
met2	185	44
## tightest hold or removal path, cell delays in order (launching register included)
cell     delay (ns)
dfrtp_1        0.34
nor2_1         0.05
nor2_1         0.07
## flip-flops by register name (all words and copies together), names as in the netlist
name / flops
reg_add_finish: 1
cycle: 4
r0: 48
r_add: 64
cycle_finish: 1
reg_finish: 1
r_mul: 32
## cells by family (layout without fill, tap and decap cells)
| kind of cell | Yosys count | in the layout | synth area share (%) |
|---|---|---|---|
| simple gates | 146 | 146 | 9.917 |
| flops | 151 | 151 | 60.20 |
| compound gates | 135 | 135 | 12.36 |
| xor+xnor | 32 | 32 | 3.746 |
| fa+ha+maj | 38 | 38 | 6.756 |
| buf+inv | 68 | 150 | 3.763 |
| mux | 16 | 16 | 3.261 |
Power is estimated from default activity; no workload was simulated.
